`/design/flow/config.mk`:
```
export PLATFORM = sky130hd
export DESIGN_NAME = top
export DESIGN_NICKNAME = top
export VERILOG_FILES = /design/flow/design.v
export SDC_FILE = /design/flow/constraint.sdc
export NUM_CORES = 4
export LEC_CHECK = 1
export CORE_UTILIZATION = 30
export SYNTH_HDL_FRONTEND = slang
```
`/design/flow/constraint.sdc`:
```
current_design top

set clk_period 6.8
set clk_io_pct 0.2

create_clock -name clk0 -period $clk_period [get_ports {sys_clk}]

set non_clock_inputs [all_inputs -no_clocks]
set_input_delay [expr $clk_period * $clk_io_pct] -clock clk0 $non_clock_inputs
set_output_delay [expr $clk_period * $clk_io_pct] -clock clk0 [all_outputs]
```
`/design/flow/design.v`:
```
module top #(
    parameter CLK_FRE   = 50,
    parameter UART_RATE = 115200,
    parameter TEST_NUM  = 99
) (
    input sys_clk,
    output [TEST_NUM-1:0] uart_tx
);
    parameter TEST_NUM_WIDTH = $clog2(TEST_NUM);
    logic [0:3][7:0] name[TEST_NUM] = {"R19 ",
                                       "T11 ",
                                       "T10 ",
                                       "T12 ",
                                       "U12 ",
                                       "U13 ",
                                       "V13 ",
                                       "V12 ",
                                       "W13 ",
                                       "T14 ",
                                       "T15 ",
                                       "P14 ",
                                       "R14 ",
                                       "Y16 ",
                                       "Y17 ",
                                       "W14 ",
                                       "Y14 ",
                                       "T16 ",
                                       "U17 ",
                                       "V15 ",
                                       "W15 ",
                                       "U14 ",
                                       "U15 ",
                                       "U18 ",
                                       "U19 ",
                                       "P19 ",
                                       "N20 ",
                                       "P20 ",
                                       "T20 ",
                                       "U20 ",
                                       "V20 ",
                                       "W20 ",
                                       "Y18 ",
                                       "Y19 ",
                                       "V16 ",
                                       "W16 ",
                                       "R16 ",
                                       "R17 ",
                                       "T17 ",
                                       "R18 ",
                                       "V17 ",
                                       "V18 ",
                                       "W18 ",
                                       "W19 ",
                                       "N17 ",
                                       "P18 ",
                                       "P15 ",
                                       "P16 ",
                                       "T19 ",
                                       "G14 ",
                                       "C20 ",
                                       "B20 ",
                                       "B19 ",
                                       "A20 ",
                                       "E17 ",
                                       "D18 ",
                                       "D19 ",
                                       "D20 ",
                                       "E18 ",
                                       "E19 ",
                                       "F16 ",
                                       "F17 ",
                                       "M19 ",
                                       "M20 ",
                                       "M17 ",
                                       "M18 ",
                                       "L19 ",
                                       "L20 ",
                                       "K19 ",
                                       "J19 ",
                                       "L16 ",
                                       "L17 ",
                                       "K17 ",
                                       "K18 ",
                                       "H16 ",
                                       "H17 ",
                                       "J18 ",
                                       "H18 ",
                                       "F19 ",
                                       "F20 ",
                                       "G17 ",
                                       "G18 ",
                                       "J20 ",
                                       "H20 ",
                                       "G19 ",
                                       "G20 ",
                                       "H15 ",
                                       "G15 ",
                                       "K14 ",
                                       "J14 ",
                                       "N15 ",
                                       "N16 ",
                                       "L14 ",
                                       "L15 ",
                                       "M14 ",
                                       "M15 ",
                                       "K16 ",
                                       "J16 ",
                                       "J15 "};
    reg [TEST_NUM_WIDTH-1:0] pin_count;
    reg [1:0] name_count;
    reg send_en;
    wire uart_out, send_busy;
    reg [7:0] send_data;
    always @(posedge sys_clk)
        if (send_busy == 0) begin
            send_en <= 1;
            if (send_en == 0) begin
                send_data[7:0] <= name[pin_count][name_count][7:0];
                if (name_count >= 4 - 1) begin
                    name_count <= 0;
                    if (pin_count >= TEST_NUM - 1) begin
                        pin_count <= 0;
                    end else begin
                        pin_count <= pin_count + 1;
                    end
                end else begin
                    name_count <= name_count + 1;
                end
            end
        end else begin
            send_en <= 0;
        end
    uart_tx #(
        .CLK_FRE  (CLK_FRE),
        .UART_RATE(UART_RATE)
    ) uart_tx_m0 (
        .clk(sys_clk),
        .send_en  (send_en),
        .send_busy(send_busy),
        .send_data(send_data),
        .tx_pin(uart_out)
    );
    genvar i;
    generate
        for (i = 0; i <= TEST_NUM - 1; i = i + 1) begin : pin
            pin #(
                .PIN_NUM(i),
                .PIN_NUM_WIDTH(7)
            ) pin_inst0 (
                .clk(sys_clk),
                .uart_in(uart_out),
                .pin_num(pin_count),
                .uart_out(uart_tx[i])
            );
        end
    endgenerate
endmodule
module uart_tx #(
    parameter CLK_FRE   = 50,
    parameter UART_RATE = 115200
) (
    input clk,   
    input        send_en,
    output       send_busy,
    input  [7:0] send_data,
    output reg tx_pin = 1
);
    parameter RATE_CNT = (CLK_FRE * 1000_000 / UART_RATE) - 1;
    reg [15:0] clk_cnt;
    enum {
        WAIT,
        START,
        SEND,
        STOP
    } STATE_TX;
    reg [1:0] state;
    assign send_busy = state != WAIT;
    reg [7:0] send_data_r;
    reg [2:0] send_cnt;
    always @(posedge clk)
        case (state)
            WAIT:
            if (send_en) begin
                send_data_r <= send_data;
                send_cnt <= 'd0;
                state <= START;
            end
            START: begin
                tx_pin <= 0;
                if (clk_cnt >= RATE_CNT) begin
                    clk_cnt <= 0;
                    state   <= SEND;
                end else clk_cnt <= clk_cnt + 1;
            end
            SEND: begin
                tx_pin <= send_data_r[send_cnt];
                if (clk_cnt >= RATE_CNT) begin
                    clk_cnt <= 0;
                    send_cnt <= send_cnt + 1;
                    state <= (send_cnt >= 7) ? STOP : SEND;
                end else clk_cnt <= clk_cnt + 1;
            end
            STOP: begin
                tx_pin <= 1;
                if (clk_cnt >= RATE_CNT) begin
                    clk_cnt <= 0;
                    state   <= WAIT;
                end else clk_cnt <= clk_cnt + 1;
            end
        endcase
endmodule
module pin #(
    parameter PIN_NUM = 0,
    parameter PIN_NUM_WIDTH = 7
) (
    input clk,
    uart_in,
    input [PIN_NUM_WIDTH-1:0] pin_num,
    output reg uart_out
);
    always @(posedge clk) begin
        if (pin_num == PIN_NUM) uart_out <= uart_in;
        else uart_out <= 1;
    end
endmodule
```
`/design/flow/run.sh`:
```
#!/bin/bash
# OpenROAD 26Q1-2900-gdf79404cd8, Yosys 0.63+post, stock flow scripts
make -C /OpenROAD-flow-scripts/flow DESIGN_CONFIG=/design/flow/config.mk WORK_HOME=/design/flow/orfs finish
```
==> notes.md <==
Flow results follow.

The number of buffers created by CTS is 17. After detailed routing, the number of remaining DRC violations is 0. The OpenROAD warning count is 46.

The setup TNS is 0 ps. The initial standard-cell utilization of the core is between 30 and 40%. The pin count of the biggest net entering global routing is 39.

The overall global routing resource usage is a little over an eighth. The async set or reset register ratio after synthesis is 0%. The number of diodes is 0. Sorting the synthesized cells by area gives the leading types as dfxtp_1, edfxtp_1, buf_4. The power report shows net switching accounting for ~34% of the total. The total half-perimeter wirelength after legalization and detailed placement is about 11000 um. The horizontal die dimension is ~160 um.

The share of the clock period used by the worst path is a little over three fifths. The total core area is around 24000 um^2. The number of detailed-route iterations in the first pass is 5. The clock network accounts for about a third of the total power.

The type of the most critical hold path is flop to flop. The via count of the first global-routing pass was about 4900. Post-CTS repair changed the size of 0 cells. The number of buffers on the longest clock path is 2.

Subtracting the final worst setup slack from the clock period gives 4260 ps. The clock tree from TritonCTS is done. The number of placement rows is 56. The standby leakage power is between 3 and 4 nW. The register area share after synthesis is approximately 49%. The flow reports that sequential cells draw between 40% and 50% of the design power. The synthesized design devotes to its leading area cell type 30.3% of total area. The global-route wire length before repair is roughly 26000 um. The remaining global-route overflow is 0. The synthesized netlist contains 66 unique library cells.

The clock tree synthesis step divided the H-tree into 4 levels. The report shows a maximum critical-path fanout of 16. Based on the critical path, the design can be clocked at up to around 230 MHz.

The run finished with clean final reports. The area of placed instances is around 7900 um^2. The total power after layout is approximately 2.9 mW. The area of the mapped netlist is roughly 7300 um^2. After clock tree synthesis, the flow added hold-fix buffers numbering 0.

The cell total in the yosys stat output is approximately 780. The cell internal power dissipation is ~1.9 mW. Per the final timing report, the hold violations number 0. During placement, the flow inserted port buffers numbering slightly below 100.

The count of fill cells added during filler insertion is between 2000 and 2500. The post-CTS clock slew at the launch and capture registers of the worst setup and hold paths is around 70 ps. For this sky-water flow run, the detailed-routed wirelength per cell is reported as roughly 15 um.

For the pin with the worst max-slew slack, the measured transition is just under 900 ps. The number of antenna violations at the first check in global routing is 0. The largest voltage drop on the vdd net is ~0.18 mV. The power density over the cells is about 340 nW/um^2.

The die is approximately 160 um tall. The number of clock sinks seen by CTS is approximately 160. The mean number of vias per cell is around 4.7. The number of max-cap violations is 0. For reference, the post-synthesis area per instance comes to 9.43 um^2. The insertion delay of the later-clocked pin in the worst-skew pair is 420 ps. The number of max-slew violations in the final report is 0. In this run the power spent charging and discharging nets is between 0.9 and 1 mW. The remaining max-slew budget at the tightest pin is 40.5%. The post-synthesis sequential element count is about 160. The worst setup skew after layout is around 14 ps.

Detailed-route iteration 0 reported a violation count of about 340. The data required time of the worst path is between 7000 and 8000 ps. The main flop type after synthesis is dfxtp_1. The post-layout instance area is between 8000 and 9000 um^2. The total wire length after detailed routing is ~17000 um. Setup repair after global routing left no endpoint under its margin.

Routability-driven placement finished with a final weighted congestion of around 0.90. The synthesized chip area reported by yosys is between 7000 and 8000 um^2. The layout-stage area growth over the synthesis result is 16.0%. The root buffer selected by CTS is clkbuf_16. Synthesis produced a netlist whose cell count is 777.

Looking at the post-CTS report, the setup buffer insertion count equals 0. The synthesis log from Yosys contains 0 warnings. Of the total power, combinational logic draws 25.0%. The kind of end point of the critical path is a flop. The via count is roughly 5200.

The floorplan report gives the top-level pin count as approximately 100. The share of post-route cells with drive strength above 1 is 7.62%. The remaining antenna violation count is 0. The critical path startpoint category is a flop. Data arrives at the worst endpoint at 4570 ps. The floorplan step defined a die boundary enclosing 25100 um^2. Summed over all instances, the cell type with the most area after synthesis is dfxtp_1. The critical path class is flop to flop. The post-synth count of flops with an enable pin is roughly 45.

The last timing report of the flow puts the setup violation total at 0.
critical path: stages, from the launching register on:
cell and delay, ps:
edfxtp_1 550, ha_1 250, nand3b_1 450, inv_1 510, nand2_1 100, o22ai_1 140
buf_4 260, clkinv_1 360, ha_1 460, nand3_1 250, o21ai_0 170, a221oi_1 310
a211oi_1 80, o221a_2 250
cells by family (layout without fill, tap and decap cells):
kind of cell	after synthesis	count (layout)	synth area share [%]
flip-flops	156	156	48.8
AND-OR/OR-AND	132	132	12.9
AND/OR/NAND/NOR	278	278	16.6
multiplexers	12	12	1.98
adder cells (fa/ha/maj)	29	29	4.95
XOR/XNOR	10	10	1.20
other	1	7	0.0512
buffers and inverters	159	163	13.6
sequential cells by signal, indices dropped and copies added (netlist names), named ones only:
name / count
uart_tx_m0.clk_cnt: 16
uart_tx_m0.send_data_r: 7
name_count: 2
uart_tx_m0.tx_pin: 1
pin_count: 7
send_en: 1
send_data: 7
uart_tx_m0.state: 2
pin.pin_inst0.uart_out: 99
uart_tx_m0.send_cnt: 3
final timing paths:
check	cells past startpoint	endpoint	start	slack, ps
hold reg to reg	0	uart_tx_m0.send_data_r[2]	send_data[2]	420
setup reg to reg	13	flop	name_count[0]	2540
setup / recovery	13	flop	name_count[0]	2540
hold / removal	0	uart_tx_m0.send_data_r[2]	send_data[2]	420
metrics by stage:
step                      worst slack (ps)  cells  utilization (%)  hold slack (ps)
after floorplan                       3410    783                -              400
after global placement                2690   1074             33.5              402
after detailed placement              2620   1074             33.5              405
after CTS                             2600   1106             35.9              417
after global routing                  2080   1106             35.9              421
final                                 2540   1106             35.9              418
metal layers:
| layer | wire length, um | track usage [%] | share of wire [%] | vias to the layer above |
|---|---|---|---|---|
| met5 | 0 | 0 | 0 | - |
| met1 | 7690 | 20.1 | 46 | 2370 |
| met4 | 409 | 3.11 | 2.5 | 0 |
| met3 | 1000 | 2.19 | 6.0 | 30 |
| met2 | 7460 | 21.4 | 45 | 202 |
| li1 | - | - | - | 2574 |
cell usage in the layout, fill, tap and decap left out, drive strengths merged, types with 6 or more instances in the layout:
| cell type | n |
|---|---|
| and2 | 8 |
| buf | 13 |
| xor2 | 7 |
| o31ai | 6 |
| o211ai | 9 |
| a211oi | 8 |
| edfxtp | 45 |
| clkdlybuf4s50 | 99 |
| nor3 | 21 |
| clkbuf | 17 |
| conb | 7 |
| nor2 | 64 |
| ha | 29 |
| a221oi | 6 |
| mux2i | 10 |
| nand3 | 13 |
| nand2b | 8 |
| inv | 28 |
| dfxtp | 111 |
| o21ai | 31 |
| nand2 | 137 |
| a21oi | 17 |
| a31oi | 6 |
cell type report:
type                    instances  area [um^2]  share of cell area [%]
flip-flops and latches        156         3570                    42.0
multi-input cells             468         2800                    32.9
repair buffers                112         1090                    12.8
clock buffers                  17          425                    5.00
well taps                     319          399                    4.69
clock inverters                15          146                    1.72
inverters                      19         71.3                   0.839
power by group through the flow:
stage         clock [mW]  combinational [mW]  sequential (mW)
global route       0.964               0.804             1.27
finish             0.907               0.719             1.25
CTS                0.926               0.715             1.25
synthesized netlist by cell type (all sizes together) (3+ instances only):
cell type / instances
a311oi: 3
nor2: 64
a22oi: 5
a21o: 4
a221oi: 6
nand2b: 8
mux2i: 10
nand2: 137
and3: 4
or4: 5
inv: 18
o221ai: 3
edfxtp: 45
nor3b: 3
dfxtp: 111
nor3: 21
xnor2: 3
ha: 29
a211oi: 8
clkbuf: 29
o21ai: 31
and2: 8
nand3: 13
nor4: 3
o211ai: 9
o31ai: 6
a31oi: 6
a2111oi: 3
xor2: 7
o22ai: 4
buf: 111
a21oi: 17
o32ai: 3
No activity file was given, so power comes from the tool's default toggle rates.
